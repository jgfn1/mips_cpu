==> /design/flow/design.v <==
module Multiply(
	Clk,
	State,
	A,
	B,
	Produto,
	EndMulFlag
);
	input logic Clk;
	input logic [5:0] State;
	input logic [31:0] A;
	input logic [31:0] B;
	output reg  [64:0] Produto;
	output logic EndMulFlag;
	reg signal;
	reg [31:0] multiplicando;
	reg [6:0] counter;
  always_ff@(posedge Clk) begin
	    case(State)
			36: begin  
				EndMulFlag = 0;
				counter = 0;
				Produto[31:0] = A[31:0];
				multiplicando[31:0] = B[31:0];
				signal = A[31] ^ B[31];
			end
			37: begin  
				counter = counter + 7'b1;
				if(Produto[0] == 1)
					Produto[63:32] = Produto[63:32] + multiplicando[31:0];
				Produto = Produto >> 1;
				if(counter == 31) begin
					Produto[63] = signal;
				 	EndMulFlag = 1;
				end
			end
			default: begin
			end
	    endcase
  end
endmodule
==> /design/flow/run.sh <==
#!/bin/bash
# OpenROAD 26Q1-2900-gdf79404cd8, Yosys 0.63+post, stock flow scripts
make -C /OpenROAD-flow-scripts/flow DESIGN_CONFIG=/design/flow/config.mk WORK_HOME=/design/flow/orfs finish
==> /design/flow/config.mk <==
export PLATFORM = sky130hd
export DESIGN_NAME = Multiply
export DESIGN_NICKNAME = Multiply
export VERILOG_FILES = /design/flow/design.v
export SDC_FILE = /design/flow/constraint.sdc
export NUM_CORES = 4
export LEC_CHECK = 1
export CORE_UTILIZATION = 30
==> /design/flow/constraint.sdc <==
current_design Multiply

set clk_period 8.8
set clk_io_pct 0.2

create_clock -name clk0 -period $clk_period [get_ports {Clk}]

set non_clock_inputs [all_inputs -no_clocks]
set_input_delay [expr $clk_period * $clk_io_pct] -clock clk0 $non_clock_inputs
set_output_delay [expr $clk_period * $clk_io_pct] -clock clk0 [all_outputs]
==> flow_summary_export.csv <==
group,metric,value,unit
timing,fin_ws,4300,ps
floorplanning,die.size.x,144,µm
cts,hold_buffers,0,
power_and_ir_drop,ir_drop,0.0913,mV
synth,synthArstFlopShare,0,
synth,yosys_area,6040,µm²
worst_setup_path,crit_path_start_kind,"input port",
global_route,grt_max_degree,43,
timing,drv_slew,0,
power_and_ir_drop,netSwitchingFraction,0.221,
synth,edf_count,105,
cts,cts_resized,0,
power_and_ir_drop,p_total,1.07,mW
timing,finalSetupTns,0,ps
outcome,status,"complete, no violations",
global_route,grt_usage,0.148,
routing,ant_nets,0,
worst_setup_path,crit_fanout,42,
timing,setup_viol,0,
timing,rsz0062_at_grt,"no",
routing,drt-total-wl,14.3,mm
global_route,grt_pass1_vias,4468,
synth,ys_seq_frac,0.522,
placement,place_ws,3850,ps
power_and_ir_drop,switching_power,235,µW
routing,via_count,4583,
worst_hold_path,hold_path.class,"reg2reg",
power_and_ir_drop,power_density,134,nW/µm²
floorplanning,core_area,19600,µm²
placement,port_buffers,135,
routing,drc,0,
worst_setup_path,crit_path_end_kind,"flop",
power_and_ir_drop,p_int,831,µW
synth,yosysTopAreaCell,"edfxtp_1",
synth,area_leaders,"edfxtp_1, nand2_1, ha_1, mux2_2, a21oi_1",
worst_setup_path,r2r_slack,5780,ps
timing,slew_headroom,0.574,
power_and_ir_drop,power_leakage,2.96,nW
synth,ys_ff,105,
routing,first_pass_iters,5,
floorplanning,die_height,144,µm
global_route,overflow,0,
routing,via_per_inst,4.76,
final_layout,flop_area,3150,µm²
placement,dp_hpwl,10.5,mm
cts,clock_path_buffers,2,
floorplanning,ios,137,
timing,fin_crit,4500,ps
power_and_ir_drop,combPwrFrac,0.068,
cts,clkTransAtPathRegs,80,ps
synth,synthesis.area,6040,µm²
worst_setup_path,crit_end,"Produto[63]$_SDFFCE_PN0P_",
synth,syn-instance-count,566,
final_layout,comb_area,2680,µm²
synth,ys_warn_count,1,
worst_setup_path,reg2reg_to,"Produto[61]$_DFFE_PP_",
synth,synthFlopType,"edfxtp_1",
timing,post-route-period-util,0.512,
worst_setup_path,crit_required,8810,ps
timing,worstMarginPinSlew,622,ps
floorplanning,chip_area,20700,µm²
synth,netlist_top_cells_count,"nand2_1, edfxtp_1, a21oi_1, ha_1, nor2_1",
floorplanning,core.rowCount,51,
routing,routedWlPerCell,14.9,µm
synth,netlist.area_leader.share,0.522,
timing,hold_violations,0,
cts,post_cts_buffers,0,
flow_run,log.warning_count,26,
global_route,antenna_found_initial,1,
synth,ys_cells,566,
synth,syn_area_per_cell,10.7,µm²
cts,htreeDepth,3,
worst_setup_path,reg2reg_from,"Produto[32]$_DFFE_PP_",
power_and_ir_drop,p_seq_frac,0.521,
routing,first_iter_violations,287,
cts,clock-sinks,105,
worst_setup_path,reg2reg_depth,8,
cts,cts_buffers,9,
routing,diodes,0,
cts,cts_tree,"done",
timing,worst_clock_skew,13.1,ps
cts,root_buffer,"clkbuf_16",
final_layout,nFillCells,1871,
final_layout,drive_gt1_frac,0.0775,
worst_setup_path,cp.arrival,4510,ps
flow_run,maxCapViolations,0,
power_and_ir_drop,power.share.clock,0.410,
worst_setup_path,worstSetupPathType,"in2reg",
synth,ys_types,63,
worst_setup_path,startpoint,"State[1]",
final_layout,areaGrowthSynthToFinish,31.5,%
cts,insertion_delay,360,ps
placement,place_congestion,0.857,
floorplanning,initCoreUtil,0.308,
global_route,grt_pass1_wl,22.7,mm
synth,top_cell,"nand2_1",
timing,fmax,222,MHz
==> placed cells by master (no fill, tap or decap), types with 11 or more instances in the layout <==
cell type	instances
nand3_1	11
a21o_1	11
edfxtp_1	105
mux2_2	20
ha_1	33
a21oi_1	42
inv_1	12
o21ai_0	17
xnor2_1	21
nor2_1	30
clkdlybuf4s50_1	135
nand2_1	135
==> registers in the layout, summed over array words and instances (netlist names) <==
signal,flops
EndMulFlag,1
Produto,64
counter,7
multiplicando,32
signal,1
==> worst max-delay path, cell delays in order <==
cell,delay [ps]
clkdlybuf4s50_1,400
nor4b_1,300
nand2_1,170
inv_1,80
buf_4,430
nand2_1,100
buf_4,280
inv_2,440
buf_4,510
==> kinds of logic after synthesis <==
| logic type | Yosys count | synth area share |
|---|---|---|
| AND/OR/NAND/NOR | 218 | 0.159 |
| AND-OR/OR-AND | 122 | 0.134 |
| flip-flops | 105 | 0.522 |
| buffers and inverters | 38 | 0.0348 |
| adder cells (fa/ha/maj) | 34 | 0.0717 |
| XOR/XNOR | 26 | 0.0377 |
| multiplexers | 22 | 0.0406 |
| other | 1 | 0.000621 |
==> area by class of cell <==
cell class | count | area share
Clock buffer | 9 | 0.0284
Clock inverter | 7 | 0.0136
Inverter | 13 | 0.00615
Multi-Input combinational cell | 423 | 0.338
Sequential cell | 105 | 0.397
Tap cell | 265 | 0.0418
Timing Repair Buffer | 140 | 0.175
==> routing by layer <==
metal / track usage / vias to the layer above / wire length (µm)
met4: 0.0179 / 0 / 194
met3: 0.0652 / 15 / 1600
met1: 0.214 / 2083 / 6260
met5: 0 / - / 0
li1: - / 2319 / -
met2: 0.220 / 166 / 6280
==> power groups by stage <==
| stage | combinational (mW) | clock, mW | sequential [mW] |
|---|---|---|---|
| after global routing | 0.0806 | 0.472 | 0.557 |
| final | 0.0730 | 0.437 | 0.556 |
| after CTS | 0.0739 | 0.452 | 0.556 |
==> how the worst min path moves through the flow <==
| stage | to | cells after the start | slack (ps) | from |
|---|---|---|---|---|
| final | Produto[1]$_DFFE_PP_ | 2 | 540 | Produto[2]$_DFFE_PP_ |
| after global routing | Produto[1]$_DFFE_PP_ | 2 | 570 | Produto[2]$_DFFE_PP_ |
| after CTS | Produto[22]$_DFFE_PP_ | 2 | 540 | Produto[23]$_DFFE_PP_ |
==> per-stage QoR <==
stage,instances,util,cell area [µm²],hold WS [ps]
after floorplan,566,-,6040,484
after global placement,946,0.388,7600,516
after detailed placement,946,0.388,7600,525
after CTS,962,0.405,7940,543
after global routing,962,0.405,7940,573
final,962,0.405,7940,539
No activity file was given, so power comes from the tool's default toggle rates.
