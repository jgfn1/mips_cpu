[./config.mk]
export PLATFORM = sky130hd
export DESIGN_NAME = Mux32_09
export DESIGN_NICKNAME = Mux32_09
export VERILOG_FILES = /design/flow/design.v
export SDC_FILE = /design/flow/constraint.sdc
export NUM_CORES = 4
export LEC_CHECK = 1
export CORE_AREA = 10 10 132 132
export DIE_AREA = 0 0 142 142
[./constraint.sdc]
current_design Mux32_09

set clk_period 3.8
set clk_io_pct 0.2

create_clock -name clk0 -period $clk_period

set non_clock_inputs [all_inputs -no_clocks]
set_input_delay [expr $clk_period * $clk_io_pct] -clock clk0 $non_clock_inputs
set_output_delay [expr $clk_period * $clk_io_pct] -clock clk0 [all_outputs]
[./design.v]
module  Mux5_2 (
	 	input  logic  [4:0] A,
	 	input  logic  [4:0] B,
	 	input  logic  Seletor,
	 	output logic  [4:0] Saida
	 );
	 assign Saida = (Seletor) ? B : A;
endmodule
module  Mux5_3 (
	 	input  logic  [4:0] A,
	 	input  logic  [4:0] B,
	 	input  logic  [4:0] C,
	 	input  logic  [1:0] Seletor,
	 	output logic  [4:0] Saida
	 );
	 always_comb
		 	case (Seletor)
		 		0: Saida = A;
		 		1: Saida = B;
		 		2: Saida = C;
		 		3: Saida = A;  
		 	endcase
endmodule
module Mux32_2 (
				input logic [31:0] A,
				input logic [31:0] B,
				input logic Seletor,
				output logic [31:0] Saida
		);
		always_comb
				case (Seletor)
					0: Saida = A;
					1: Saida = B;
				endcase
endmodule
module Mux32_3 (
				input logic [31:0] A,
				input logic [31:0] B,
				input logic [31:0] C,
				input logic [1:0] Seletor,
				output logic [31:0] Saida
		);
		always_comb
				case (Seletor)
					0: Saida = A;
					1: Saida = B;
					2: Saida = C;
					3: Saida = A;  
				endcase
endmodule
module Mux32_4(
			input logic [31:0] A,
			input logic [31:0] B,
			input logic [31:0] C,
			input logic [31:0] D,
			input logic [1:0] Seletor,
			output logic [31:0] Saida
		);
		always_comb
				case (Seletor)
					0: Saida = A;
					1: Saida = B;
					2: Saida = C;
					3: Saida = D;
				endcase
endmodule
module Mux32_5(
			input logic [31:0] A,
			input logic [31:0] B,
			input logic [31:0] C,
			input logic [31:0] D,
			input logic [31:0] E,
			input logic [2:0] Seletor,
			output logic [31:0] Saida
		);
		always_comb
				case (Seletor)
					0: Saida = A;
					1: Saida = B;
					2: Saida = C;
					3: Saida = D;
					4: Saida = E;
					default: Saida = A;
				endcase
endmodule
module Mux32_6(
			input logic [31:0] A,
			input logic [31:0] B,
			input logic [31:0] C,
			input logic [31:0] D,
			input logic [31:0] E,
			input logic [31:0] F,
			input logic [2:0] Seletor,
			output logic [31:0] Saida
		);
		always_comb
				case (Seletor)
					0: Saida = A;
					1: Saida = B;
					2: Saida = C;
					3: Saida = D;
					4: Saida = E;
					5: Saida = F;
					default: Saida = A;
				endcase
endmodule
module Mux32_7(
			input logic [31:0] A,
			input logic [31:0] B,
			input logic [31:0] C,
			input logic [31:0] D,
			input logic [31:0] E,
			input logic [31:0] F,
			input logic [31:0] G,
			input logic [2:0] Seletor,
			output logic [31:0] Saida
		);
		always_comb
				case (Seletor)
					0: Saida = A;
					1: Saida = B;
					2: Saida = C;
					3: Saida = D;
					4: Saida = E;
					5: Saida = F;
					6: Saida = G;
					default: Saida = A;
				endcase
endmodule
module Mux32_09(
			input logic [31:0] A,
			input logic [31:0] B,
			input logic [31:0] C,
			input logic [31:0] D,
			input logic [31:0] E,
			input logic [31:0] F,
			input logic [31:0] G,
			input logic [31:0] H,
			input logic [31:0] I,
			input logic [4:0] Seletor,
			output logic [31:0] Saida
		);
		always_comb
				case (Seletor)
					0: Saida = A;
					1: Saida = B;
					2: Saida = C;
					3: Saida = D;
					4: Saida = E;
					5: Saida = F;
					6: Saida = G;
					7: Saida = H;
					8: Saida = I;
					default: Saida = A;
				endcase
endmodule
[./run.sh]
#!/bin/bash
# OpenROAD 26Q1-2900-gdf79404cd8, Yosys 0.63+post, stock flow scripts
make -C /OpenROAD-flow-scripts/flow DESIGN_CONFIG=/design/flow/config.mk WORK_HOME=/design/flow/orfs finish
==> qor.yml <==
outcome: "finished, final reports clean"
irDropWorstVdd_mv: 0.0351
worst_slew_pin_slew_ns: 0.416
hold_class: "in -> out"
syn_area_mm2: 0.00236
drtPass1Iterations: 8
grt_max_degree: 44
finalClockPeriodUsage_pct: 97.3
max_slew_margin_pct: 72.3
grt-ovfl-total: 0
gp_congestion: 0.904
die_h_um: 142
logic_family: "multiplexers"
worst_setup_path_start_kind: "input port"
end_kind: "output pin"
drive_gt1_share_pct: 6.38
xor_share_pct: 0
ys_sh_mux_pct: 35.3
synthAdderAreaFrac_pct: 0
antenna_left: 0
syn2layout_area_growth_pct: 152
leakagePower_nw: 2.43
total_power_mw: 0.620
routedWlPerCell_um: 20.9
fp.dieW_um: 142
port_buffers: 325
ios: 325
ys_warn_count: 1
crit_fanout: 9
track_usage_pct: 16.0
slowest_delay_ns: 0.46
grt_pass1_vias: 4387
nClkBuffers: 0
cp.required_ns: 3.04
routed_wl_mm: 17.3
initCoreUtil_pct: 16.3
pwr_density_cell_mw_per_mm2: 104
fmax_ghz: 0.270
max_cap_violations: 0
setup_viol: 0
slowest_stage: "clkdlybuf4s50_1"
critPathTopFamily: "buffers and inverters"
arrival_ns: 2.94
first_iter_violations: 200
yosysUniqueCellTypes: 34
holdWs_ns: 2.45
n_antenna_cell: 0
cp_num_buf_inv: 4
ys_area_mm2: 0.00236
warnings: 32
crit_chain: "clkdlybuf4s50_1 -> buf_4 -> buf_6 -> mux2_1 -> and3_1 -> a311oi_2 -> nand3_1 -> clkdlybuf4s50_1"
core_mm2: 0.0145
slew_violations: 0
syn_area_per_cell_um2: 7.18
ys_cells: 329
post-route-drc-count: 0
synth-simple-area-share_pct: 25.7
hold_viol: 0
vias: 3973
rows: 44
syn_inst: 329
crit_top_cell: "clkdlybuf4s50_1"
viasPerCell: 4.80
holdBufCountCts: 0
antenna_found_initial: 0
post-place-cells: 827
regArea_um2: 0
synthAoiAreaFrac_pct: 30.8
grt_setup_unrepaired: "false"
critPathKind: "in -> out"
ys_seq_share_pct: 0
die_area_mm2: 0.0202
grt_pass1_wl_mm: 25.6
hpwl_mm: 14.7
fin_cells: 827
n_sequential_cell: 0
cts_setup_buffers: 0
min_period_ns: 3.70
## power breakdown
part	switching (mW)	total (mW)	leakage (nW)	internal, mW
Combinational	0.189	0.620	2.43	0.431
Clock	0	0	0	0
Sequential	0	0	0	0
## cell type report
class / instances / area (um^2)
Fill cell: 1414 / 8590
Timing Repair Buffer: 349 / 3510
Multi-Input combinational cell: 294 / 2210
Tap cell: 184 / 230
## logic make-up after synthesis
group | after synthesis
compound gates | 91
buf+inv | 35
mux | 83
simple gates | 120
## synthesized netlist by cell type, drive strengths merged
| cell | n | area (um^2) |
|---|---|---|
| nor2b | 8 | 50.1 |
| a31oi | 1 | 6.26 |
| and3 | 11 | 68.8 |
| a222oi | 16 | 160 |
| or2 | 2 | 12.5 |
| nand4bb | 1 | 11.3 |
| mux2 | 2 | 22.5 |
| a221o | 4 | 40.0 |
| or4b | 1 | 10.0 |
| a2bb2oi | 7 | 61.3 |
| nor3b | 7 | 57.6 |
| buf | 26 | 159 |
| nor3 | 12 | 75.1 |
| nand3 | 13 | 65.1 |
| and2 | 2 | 12.5 |
| a22o | 7 | 61.3 |
| a32o | 1 | 10.0 |
| mux2i | 81 | 811 |
| nand2 | 33 | 124 |
| clkbuf | 9 | 35.0 |
| a221oi | 8 | 70.1 |
| o22ai | 15 | 93.8 |
| a311oi | 1 | 8.76 |
| nand2b | 3 | 18.8 |
| nor2 | 27 | 101 |
| a2111oi | 5 | 75.1 |
| a211o | 3 | 26.3 |
| o21ai | 23 | 115 |
## cells in the final DEF (no fill, tap or decap), drive strengths merged, types with 7 or more instances in the layout
cell / count
nor3b: 7
nand3: 13
and3: 11
mux2i: 81
nor3: 12
clkdlybuf4s50: 322
a222oi: 16
nor2b: 8
nor2: 27
nand2: 33
a221oi: 8
o21ai: 23
a2bb2oi: 7
a22o: 7
o22ai: 15
buf: 26
## layer usage
metal / up-vias / global-route usage, % / part of all wire (%) / routed length (um)
li1: 1929 / - / - / -
met1: 1811 / 18.9 / 40 / 6860
met2: 217 / 28.3 / 49 / 8520
met3: 16 / 5.52 / 10 / 1780
met4: 0 / 1.51 / 0.85 / 148
met5: - / 0 / 0 / 0
## path summary, 6_finish.rpt
path                    from        end  slack (ns)  depth (start not counted)
hold / removal         A[14]  Saida[14]        2.45                          4
setup / recovery  Seletor[1]  Saida[26]        0.10                          8
## metrics by stage
stage                     setup slack (ns)  area (um^2)  TNS (ns)  utilization [%]
after detailed placement           -0.0522         5910   -0.0522             40.7
after global routing               0.00663         5940         0             40.9
after floorplan                       1.16         2360         0                -
after global placement             -0.0271         5910   -0.0271             40.7
after CTS                           0.0569         5920         0             40.7
final                                0.102         5940         0             40.9
## repair_timing
item | 4_1_cts | 5_1_grt
gates resized | 1 | 6
pin swaps | 0 | 0
setup endpoints to repair | 1 | 11
Power and IR drop assume default switching activity.
